===== design/flow/design.v =====
module output_mod_flicker #(
	parameter FLICKER_FREQ = 0.5
)(
	input [15:0] digits_in,
	input clk,
	input flicker_on,
	output reg [15:0] digits_out
);
reg effect_enabled;
always @ flicker_on
	effect_enabled <= flicker_on;
wire flkfreq;
prescaler #(.DESIRED_FREQ(FLICKER_FREQ)) flickfreq (
	.clkin(clk),
	.clkout(flkfreq)
);
reg prv_screen_off;
always @ (posedge flkfreq)
begin
	if(effect_enabled)
	begin
		if(prv_screen_off)
		begin
			digits_out <= digits_in;
			prv_screen_off <= 0;
		end
		else
		begin
			digits_out <= 16'hAAAA;
			prv_screen_off <= 1;
		end
	end
end
endmodule
module prescaler #(
	parameter DESIRED_FREQ
)(
	input clkin,
	output reg clkout
);
parameter F_OSC = 25175000;
parameter integer CountLimit = F_OSC/DESIRED_FREQ;
parameter integer HalfCountLimit = CountLimit/2;
reg [31:0] counter;
always@(posedge clkin)
	if(counter < HalfCountLimit)
		clkout = 0;
	else
		clkout = 1;
always@(posedge clkin)
	if(counter < CountLimit-1)
		counter <= counter + 1;
	else
		counter <= 0;
endmodule

===== design/flow/run.sh =====
#!/bin/bash
# OpenROAD 26Q1-2900-gdf79404cd8, Yosys 0.63+post, stock flow scripts
make -C /OpenROAD-flow-scripts/flow DESIGN_CONFIG=/design/flow/config.mk WORK_HOME=/design/flow/orfs finish

===== design/flow/config.mk =====
export PLATFORM = sky130hd
export DESIGN_NAME = output_mod_flicker
export DESIGN_NICKNAME = output_mod_flicker
export VERILOG_FILES = /design/flow/design.v
export SDC_FILE = /design/flow/constraint.sdc
export NUM_CORES = 4
export LEC_CHECK = 1
export CORE_UTILIZATION = 40
export SYNTH_HDL_FRONTEND = slang

===== design/flow/constraint.sdc =====
current_design output_mod_flicker

set clk_period 3.7
set clk_io_pct 0.2

create_clock -name clk0 -period $clk_period [get_ports {clk}]

set non_clock_inputs [all_inputs -no_clocks]
set_input_delay [expr $clk_period * $clk_io_pct] -clock clk0 $non_clock_inputs
set_output_delay [expr $clk_period * $clk_io_pct] -clock clk0 [all_outputs]

==> results.cfg <==
; synthesis and place-and-route metrics
[setup_path]
cp-end-kind = flip-flop
required_ns = 3.87
crit_chain = ha_1 -> nand3_2 -> a2111oi_0 -> a2111o_1 -> o2bb2a_1
slowest_delay_ns = 0.83
crit_buf_inv = 0
worst-r2r-cell-count = 5
slowest_stage = a2111o_1
worst_path_dominant_cell_family = AND-OR/OR-AND gates
path_depth = 5
path_max_fanout = 26
startpoint_type = flip-flop
crit_type = reg2reg
critPathArrivalTime_ns = 2.59

[layout]
fill_cells = 480
drive_above_1_share_pct = 5.88
syn_to_final_growth_pct = 23.8
final_util_pct = 51.2
final_cells = 308

[timing]
untimed_endpoints = 50
fin_crit_sh_pct = 65.4
fmax_ghz = 0.413
rsz0062_at_grt = false
unclocked_pins = 17
final.setup.tns_ns = 0
setup_violations = 0
relSlewSlack_pct = 38.6
final_hold_viol_count = 0
worst_pin_slew_ns = 0.921
worst_clock_skew_ns = 0.00478
slew_viol_final = 0
fin_ws_ns = 1.28
min_period_ns = 2.42
hold_ws_ns = 0.476

[floorplan]
die.size.y_um = 74.7
die_w_um = 74.7
pin_count = 34
num_rows = 26
fp_util_pct = 41.4
core-area_um2 = 5110
chipArea_um2 = 5570

[yosys]
synth.cellmix.compoundShare_pct = 13.3
ys_seq_share_pct = 55.5
edf_count = 17
fa_ha_area_share_pct = 0.592
ys_cells = 202
synth_area_per_cell_um2 = 10.5
synth-warning-count = 0
simple_gate_share_pct = 22.1
ys_area_um2 = 2110
topCombFamilyByArea = simple AND/OR/NAND/NOR gates
synthArstFlopShare_pct = 0
ys_seq_elements = 50
mux_area_share_pct = 0
synthesis.area_um2 = 2110
synth-main-ff-cell = dfxtp_1
syn_inst = 202
ys_sh_xor_pct = 5.39
synth_cell_types = 38

[power]
power_switching_uw = 151
p_per_area_nw_per_um2 = 282
p_seq_share_pct = 49.8
leakagePower_uw = 0.000802
ir_worst_vdd_v = 0.000216
pwr-share-clk_pct = 46.2
internal-power_uw = 588
power_frac_comb_pct = 4.0
p_sw_share_pct = 20.5

[clock_tree]
clockBufferDepth = 2
root_buffer = clkbuf_8
cts_hold_buf = 0
post-cts-setup-buffers = 0
h-tree-depth = 2
post_cts_resized = 0
cts_buffers = 5
cts_tree = built
cts.clk_slew.worst_paths_ns = 0.07
clock_latency_ns = 0.28

[hold_path]
whs_path_depth = 1
hp-class = reg2reg

[placement]
numPortBuffers = 33
globalplace.congestion = 0.813
hpwl_um = 2650
post-place-ws_ns = 1.38
dp.cells = 300

[detailed_routing]
drt_iter0_drc = 63
post_drt_wl_per_cell_um = 12.9
firstDrtPassIters = 4
wirelength_um = 3990
antenna_left = 0
vias_per_cell = 4.98
drc = 0
n_antenna_cell = 0
num_vias = 1535

[global_route]
grt-ovfl-total = 0
grt_max_degree = 27
grt_pass1_wl_um = 6760
antenna_found_initial = 0
track_usage_pct = 16.1
grt_pass1_vias = 1408

[outcome]
status = completed

[flow_run]
cap_violations = 0
warnings = 25
## registers in the layout, summed over array words and instances (netlist names)
name               flops
prv_screen_off         1
flickfreq.counter     32
flickfreq.clkout       1
digits_out            16
## stage by stage
step,power [µW],instance area (µm²)
global route,767,2620
floorplan,382,2130
CTS,749,2620
detailed placement,406,2500
finish,739,2620
global placement,405,2500
## logic make-up (layout without fill, tap and decap cells)
family | after synthesis | count (layout)
other | 1 | 6
xor gates and xnor gates | 13 | 13
buffers and inverters | 14 | 45
and+or+nand+nor | 80 | 80
adders and majority gates | 1 | 1
AOI/OAI and AO/OA | 43 | 43
DFF | 50 | 50
## cell type report
cell class	count	area, µm²	area share (%)
Timing Repair Buffer	33	330	12.6
Inverter	4	15.0	0.574
Tap cell	70	87.6	3.35
Multi-Input combinational cell	143	896	34.3
Clock buffer	5	68.8	2.63
Clock inverter	3	46.3	1.77
Sequential cell	50	1170	44.8
## power groups by stage
stage | clock, µW | sequential, µW | combinational, µW
after global routing | 366 | 368 | 32.2
after CTS | 351 | 368 | 29.8
final | 341 | 368 | 29.4
## cells in the mapped netlist, drive strengths merged, types with 7 or more instances
| cell | instances | area (µm²) |
|---|---|---|
| a21oi | 15 | 75.1 |
| a22oi | 10 | 80.1 |
| and2 | 9 | 56.3 |
| dfxtp | 33 | 661 |
| edfxtp | 17 | 510 |
| nand2 | 14 | 52.6 |
| nand2b | 9 | 56.3 |
| nand4 | 7 | 50.1 |
| nor2 | 8 | 30.0 |
| nor4 | 7 | 43.8 |
| o21ai | 7 | 35.0 |
| or3 | 7 | 43.8 |
| xnor2 | 10 | 87.6 |
## worst reg2reg max path: stages (launching register included)
cell and delay, ns:
dfxtp_1 0.37, ha_1 0.21, nand3_2 0.17, a2111oi_0 0.42, a2111o_1 0.83, o2bb2a_1 0.30
## layout by cell type (no fill, tap or decap), drive strengths merged
master,synthesis,routed
a2111o,1,1
a2111oi,1,1
a211oi,1,1
a21boi,1,1
a21o,1,1
a21oi,15,15
a22oi,10,10
and2,9,9
and4,2,2
bufinv,0,1
clkbuf,4,5
clkdlybuf4s50,0,33
clkinv,0,1
clkinvlp,0,1
conb,1,6
dfxtp,33,33
edfxtp,17,17
ha,1,1
inv,4,4
nand2,14,14
nand2b,9,9
nand3,5,5
nand3b,1,1
nand4,7,7
nor2,8,8
nor3,4,4
nor4,7,7
o21ai,7,7
o2bb2a,1,1
o31ai,5,5
or2,1,1
or3,7,7
or4,6,6
xnor2,10,10
xor2,3,3
## layer usage
layer,GRT usage [%],vias to the layer above,routed length (µm)
met5,0,-,0
met4,1.68,0,37
met3,2.44,5,129
met2,25.5,25,1780
met1,25.6,701,2040
li1,-,804,-
## path summary, 6_finish.rpt
kind / to / slack (ns) / startpoint
max: flickfreq.counter[25] / 1.28 / flickfreq.counter[0]
max reg2reg: flickfreq.counter[25] / 1.28 / flickfreq.counter[0]
min: flickfreq.counter[0] / 0.48 / flickfreq.counter[0]
min reg2reg: flickfreq.counter[0] / 0.48 / flickfreq.counter[0]
Power is estimated from default activity; no workload was simulated.
